===== flow/config.mk =====
export PLATFORM = sky130hd
export DESIGN_NAME = turnTop
export DESIGN_NICKNAME = turnTop
export VERILOG_FILES = /design/flow/design.v
export SDC_FILE = /design/flow/constraint.sdc
export NUM_CORES = 4
export LEC_CHECK = 1
export CORE_UTILIZATION = 50

===== flow/constraint.sdc =====
current_design turnTop

set clk_period 6.2
set clk_io_pct 0.2

create_clock -name clk0 -period $clk_period [get_ports {clk}]

set non_clock_inputs [all_inputs -no_clocks]
set_input_delay [expr $clk_period * $clk_io_pct] -clock clk0 $non_clock_inputs
set_output_delay [expr $clk_period * $clk_io_pct] -clock clk0 [all_outputs]

===== flow/design.v =====
module dispdHex #(parameter CLK_FREQ = 100, parameter DISP_FREQ = 75)(
    input [15:0] indata,
    input clk,
    output reg[7:0] sseg,
    output reg[3:0] latchAN,
    input reset
    );
    reg[1:0] segselect;
    reg[15:0] data;
    wire[3:0] hex0, hex1, hex2, hex3;
    reg[31:0] count;
    localparam GRE = 0;
    localparam YEL = 1;
    localparam RED = 2;
    localparam LFTGRE = 3;
    localparam LFTYEL = 4;
    localparam ALLOFF = 5;
    localparam hex0stop = $rtoi(0.25 * CLK_FREQ * 1000000 / (DISP_FREQ*4));
    localparam hex1stop = $rtoi(0.5 * CLK_FREQ * 1000000 / (DISP_FREQ*4));
    localparam hex2stop = $rtoi(0.75 * CLK_FREQ * 1000000 / (DISP_FREQ*4));
    localparam hex3stop = $rtoi(1.0 * CLK_FREQ * 1000000 / (DISP_FREQ*4));
    assign hex3 = indata[15:12];
    assign hex2 = indata[11:8];
    assign hex1 = indata[7:4];
    assign hex0 = indata[3:0];
    always@(posedge clk)
    begin
        count <= count + 1;
        if(count < hex0stop)
            segselect <= 3;
        else if(count < hex1stop)
            segselect <= 2;
        else if(count < hex2stop)
            segselect <= 1;
        else if (count < hex3stop)
            segselect <= 0;
        else
            count <= 0;
    end
    reg [3:0] hexVal;
    reg [3:0] AN;
    always@(segselect, hex0, hex1, hex2, hex3)
    begin
        case(segselect)
            0:begin
                hexVal = hex0;
                AN = 4'b1110;
            end
            1:begin
                hexVal = hex1;
                AN = 4'b1101;
            end
            2:begin
                hexVal = hex2;
                AN = 4'b1011;
            end
            3:begin
                hexVal = hex3;
                AN = 4'b0111;
            end
        endcase
    end 
    always@(posedge clk)
    begin
        latchAN <= AN;
        case(hexVal)
            GRE: sseg <= 8'b11110111;
            YEL: sseg <= 8'b10111111;
            RED: sseg <= 8'b11111110;
            LFTGRE: sseg <= 8'b11101110;
            LFTYEL: sseg <= 8'b11011110;
            ALLOFF: sseg <= 8'b11111111;
            default: sseg <= 8'b11111111;
        endcase
    end
endmodule
module fsmDelayCntr(
    input clk,
    input reset,
    input [31:0] len,
    output reg dn
    );
    reg [31:0] count;
    always@(posedge clk)
    begin
        if(reset)
        begin
            count <= 0;
            dn <= 0;
        end
        else
        begin
            if(count == len)
            begin
                dn <= 1;
                count <= 0;
            end
            else
            begin
                dn <= 0;
                count <= count + 1;
            end
        end
    end
endmodule
module turnTop(
    input init,
    input res,
    input clk,
    output reg [3:0] state,
    output [7:0] seg,
    output [3:0] an,
    input MLTReg,
    input SLTReg 
    );
    reg [3:0] mainFace1, mainFace2, sideFace1, sideFace2;
    localparam GRE = 0,
               YEL = 1,
               RED = 2,
               LFTGRE = 3,
               LFTYEL = 4,
               ALLOFF = 5;
    localparam sMGSR = 0,
               sMYSR = 1,
               sMRSR1 = 2,
               sMRSG = 3,
               sMRSY = 4,
               sMRSR2 = 5,
               sMTGSR = 6,
               sMTYSR = 7,
               sMRSTG = 8,
               sMRSTY = 9,
               sINITOFF = 10,
               sINITON = 11;
    wire dn;
    reg [31:0] statesCountVal;
    wire [15:0] lightVec = {sideFace2, sideFace1, mainFace2, mainFace1};
    dispdHex LED(.indata(lightVec), .clk(clk), .sseg(seg), .latchAN(an));
    fsmDelayCntr counter(.len(statesCountVal), .clk(clk), .dn(dn), .reset(res));
    always@(state)
    begin
        case(state)
            sMGSR: statesCountVal = 500000000;
            sMYSR: statesCountVal = 100000000;
            sMRSR1: statesCountVal = 50000000;
            sMRSG: statesCountVal = 300000000;
            sMRSY: statesCountVal = 100000000;
            sMRSR2: statesCountVal = 50000000;
            sMTGSR: statesCountVal = 200000000;
            sMTYSR: statesCountVal = 100000000;
            sMRSTG: statesCountVal = 200000000;
            sMRSTY: statesCountVal = 100000000;
            sINITOFF: statesCountVal = 50000000;
            sINITON: statesCountVal = 50000000;     
            default: statesCountVal = 100000000;        
        endcase
    end    
    always@(posedge clk)
    begin
        if(res)
            state <= sINITON;
        else
        begin
            case(state)
            sINITOFF:
                begin
                    if(init)
                        state <= sMGSR;
                    else
                        state <= sINITON;
                end
            sINITON:
                begin
                    if(dn)
                        state <= sINITOFF;
                end
            sMGSR:
                begin
                    if(dn)
                        state <= sMYSR;
                end
            sMYSR:
                begin
                    if(dn)
                        state <= sMRSR1;
                end
            sMRSR1:
                begin
                    if(dn && ~SLTReg)
                        state <= sMRSG;
                    else if (dn && SLTReg)
                        state <= sMRSTG;
                end
            sMRSG: 
                begin
                    if(dn)
                        state <= sMRSY;
                end  
            sMRSY:
                begin
                    if(dn)
                        state <= sMRSR2;
                end
            sMRSR2:
                begin
                    if(dn && ~MLTReg)
                        state <= sMGSR;
                    else if (dn && MLTReg)
                        state <= sMTGSR;
                end
            sMTGSR:
                begin
                    if(dn)
                        state <= sMTYSR;
                end   
            sMTYSR:
                begin
                    if(dn)
                        state <= sMGSR;
                end
            sMRSTG:
                begin
                    if(dn)
                        state <= sMRSTY;
                end
            sMRSTY:
                begin
                    if(dn)
                        state <= sMRSG;
                end     
            default:
                begin
                    state <= sMRSR1;
                end
            endcase
        end
    end
    always @(state)
        begin
            case(state)
                sMRSR1, sMRSR2:
                    begin
                        mainFace1 = RED;
                        mainFace2 = RED;
                        sideFace1 = RED;
                        sideFace2 = RED;
                    end
                sMGSR: 
                    begin
                        mainFace1 = GRE;
                        mainFace2 = GRE;
                        sideFace1 = RED;
                        sideFace2 = RED;
                    end
                sMYSR: 
                    begin
                        mainFace1 = YEL;
                        mainFace2 = YEL;
                        sideFace1 = RED;
                        sideFace2 = RED;
                    end
                sMRSG: 
                    begin
                        mainFace1 = RED;
                        mainFace2 = RED;
                        sideFace1 = GRE;
                        sideFace2 = GRE;
                    end        
                sMRSY: 
                    begin
                        mainFace1 = RED;
                        mainFace2 = RED;
                        sideFace1 = YEL;
                        sideFace2 = YEL;
                    end  
                sMTGSR:
                    begin
                        mainFace1 = LFTGRE;
                        mainFace2 = LFTGRE;
                        sideFace1 = RED;
                        sideFace2 = RED;
                    end
                sMTYSR:
                    begin
                        mainFace1 = LFTYEL;
                        mainFace2 = LFTYEL;
                        sideFace1 = RED;
                        sideFace2 = RED;
                    end
                sMRSTG:
                    begin
                        mainFace1 = RED;
                        mainFace2 = RED;
                        sideFace1 = LFTGRE;
                        sideFace2 = LFTGRE;
                    end 
                sMRSTY:
                    begin
                        mainFace1 = RED;
                        mainFace2 = RED;
                        sideFace1 = LFTYEL;
                        sideFace2 = LFTYEL;
                    end      
                sINITOFF:
                    begin
                        mainFace1 = ALLOFF;
                        mainFace2 = ALLOFF;
                        sideFace1 = ALLOFF;
                        sideFace2 = ALLOFF;
                    end   
                sINITON:
                    begin
                        mainFace1 = RED;
                        mainFace2 = RED;
                        sideFace1 = RED;
                        sideFace2 = RED;
                    end   
                default: 
                    begin
                        mainFace1 = RED;
                        mainFace2 = RED;
                        sideFace1 = RED;
                        sideFace2 = RED;
                    end                        
            endcase             
        end
endmodule

===== flow/run.sh =====
#!/bin/bash
# OpenROAD 26Q1-2900-gdf79404cd8, Yosys 0.63+post, stock flow scripts
make -C /OpenROAD-flow-scripts/flow DESIGN_CONFIG=/design/flow/config.mk WORK_HOME=/design/flow/orfs finish

==> reports/metrics.cfg <==
[power]
peakVddDrop_uv = 119
power_density_nw_per_um2 = 216
leakage_nw = 1.76

[final_timing]
relSlewSlack_pct = 37.1
setup_ws_ps = 3000
min_period_ps = 3200
rsz0062_at_grt = false
fmax_mhz = 313
fin_tns_setup_ps = 0
setup_viol = 0
final_hold_viol_count = 0
fin_crit_sh_pct = 51.6
slew_violations = 0
fin_skew_ps = 6.89
worstMarginPinSlew_ps = 935

[floorplanning]
io_pins = 21
initial_core_util_pct = 52.9
fp.dieH_um = 96.1
coreArea_um2 = 8380
die-area_um2 = 9240
rows = 33
die_w_um = 96.1

[cts]
clk_latency_ps = 360
cts_max_level = 3
cts-hold-fix-buffers = 0
clk_pin_slew_worst_paths_ps = 100
cts_root_buf = clkbuf_8
cts_buffers = 9
post_cts_resized = 0
clockBufferDepth = 2
post_cts_buffers = 0
clkSinkCount = 101
cts_tree = built

[critical_path]
cp-end-kind = flop
cp_max_fo = 12
crit_required_ps = 6470
cpLargestDelayFamily = buffers and inverters
crit_path_frequent_cell = inv_1
start_kind = input pin
rr_worst_depth = 8
cpPeakStageDelay_ps = 480
critical_path_arrival_ps = 3470
worstSetupPathDepth = 8
path_class = in2reg
critPathBufInv = 3
cp_cell_sequence = clkdlybuf4s50_1 > inv_1 > o21ai_0 > a21oi_2 > inv_1 > ha_1 > and2_1 > a221oi_1
cp_slowest_cell = clkdlybuf4s50_1

[synthesis]
top_area_cell = dfxtp_1
ys_seq_share_pct = 45.6
xor_share_pct = 10.9
netlist_area_um2 = 4430
mux_share_pct = 0.706
ys_sh_aoi_pct = 10.1
yosysUniqueCellTypes = 61
top_cells_by_area = dfxtp_1 (46%), nor2_1 (6.1%), xor2_1 (5.9%), xnor2_1 (4.9%), nand2_1 (3.0%)
top_cells_by_count = dfxtp_1 (101), nor2_1 (72), nand2_1 (36)
syn_inst = 494
logic_family = simple AND/OR/NAND/NOR gates
ys_cells = 494
synthMostInstantiatedCell = dfxtp_1
edf_count = 0
synth-main-ff-cell = dfxtp_1
syn_area_per_cell_um2 = 8.97
top_area_share_pct = 45.6
ys_chip_area_um2 = 4430
ys_sh_simple_pct = 25.3
adder_share_pct = 2.82
synthArstFlopShare_pct = 0
yosysWarnings = 3
ys.flops = 101

[job]
drv_cap = 0
warning_count = 32

[place]
dpl.hpwl_um = 5700
port_buffers = 17
routabilityCongestion = 0.860
pre_cts_slack_ps = 2650

[routing]
drt_iter0_drc = 204
antenna_left = 0
firstDrtPassIters = 4
drc_errors = 0
avgRoutedWirePerCell_um = 12.9
drt-total-wl_um = 8120
vias_per_cell = 5.21
diodes = 0
vias = 3277

[finish]
final_util_pct = 58.1
syn_to_final_growth_pct = 9.80
drive_gt1_share_pct = 5.73

[global_routing]
grt_max_degree = 32
first_global_vias = 2904
overflow = 0
grt_pass1_wl_um = 13800
track_usage_pct = 19.5
antenna_found_initial = 0

[hold_path]
hp-class = reg2reg
hold_depth = 1

[run_status]
status = completed

[state kept, by name (all words and copies together) (netlist names)]
| name | cells |
|---|---|
| counter.len | 14 |
| LED.segselect | 3 |
| state | 4 |
| LED.indata | 6 |
| LED.count | 32 |
| LED.sseg | 5 |
| counter.count | 32 |
| counter.dn | 1 |
| LED.latchAN | 4 |
[per-layer routing]
layer	vias up	GRT usage, %	wire length [µm]
met5	-	0	0
met4	0	1.62	70
met3	6	3.37	334
met2	55	26.3	3220
met1	1490	33.9	4490
li1	1726	-	-
[path summary, 6_finish.rpt]
kind,start,to,slack [ps]
worst max-delay path,res,LED.indata[13],3000
worst max register to register,state[0],LED.indata[13],3450
worst min register to register,LED.segselect[3],LED.latchAN[1],430
worst min-delay path,LED.segselect[3],LED.latchAN[1],430
[where the power goes]
group / internal (mW) / total (mW) / switching [mW]
clock network: 0.151 / 0.380 / 0.229
logic: 0.00639 / 0.0146 / 0.00816
registers: 0.655 / 0.658 / 0.00308
[cell families after synthesis]
logic type	count (synthesis)
simple gates	223
flops	101
compound gates	61
xor+xnor	55
buf+inv	39
fa+ha+maj	10
mux	3
other cells	2
[metrics by stage]
step / instance area [µm²] / hold slack, ps / instances / power, mW
3_3_place_gp: 4680 / 410 / 613 / 0.688
5_1_grt: 4870 / 460 / 629 / 1.10
6_report: 4870 / 431 / 629 / 1.05
3_5_place_dp: 4680 / 410 / 613 / 0.688
2_1_floorplan: 4480 / 384 / 508 / 0.684
4_1_cts: 4870 / 435 / 629 / 1.07
[placed cells by master (no fill, tap or decap), types with 5 or more instances in the layout]
cell type        count
a21oi_1             10
and2_1               6
and3_1              11
and4_1               5
clkbuf_8             9
clkdlybuf4s50_1     17
conb_1              16
dfxtp_1            101
ha_1                10
inv_1               18
nand2_1             36
nand2b_1             7
nand3_1             22
nand4_1              8
nor2_1              72
nor2b_1              8
nor3_1              15
nor4_1              10
o21ai_0             16
or3_1                5
xnor2_1             25
xor2_1              30
[layout make-up]
type	count	area [µm²]
fill	761	3520
multi-input combinational	368	2270
sequential	101	2020
timing repair buffer	20	193
tap	105	131
clock buffer	9	124
inverter	19	71.3
clock inverter	7	57.6
Power and IR drop assume default switching activity.
