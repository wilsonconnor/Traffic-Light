==> /design/flow/design.v <==
module dispdHex #(parameter CLK_FREQ = 100, parameter DISP_FREQ = 75)(
    input [15:0] indata,
    input clk,
    output reg[7:0] sseg,
    output reg[3:0] latchAN,
    input reset
    );
    reg[1:0] segselect;
    reg[15:0] data;
    wire[3:0] hex0, hex1, hex2, hex3;
    reg[31:0] count;
    localparam GRE = 0;
    localparam YEL = 1;
    localparam RED = 2;
    localparam LFTGRE = 3;
    localparam LFTYEL = 4;
    localparam ALLOFF = 5;
    localparam hex0stop = $rtoi(0.25 * CLK_FREQ * 1000000 / (DISP_FREQ*4));
    localparam hex1stop = $rtoi(0.5 * CLK_FREQ * 1000000 / (DISP_FREQ*4));
    localparam hex2stop = $rtoi(0.75 * CLK_FREQ * 1000000 / (DISP_FREQ*4));
    localparam hex3stop = $rtoi(1.0 * CLK_FREQ * 1000000 / (DISP_FREQ*4));
    assign hex3 = indata[15:12];
    assign hex2 = indata[11:8];
    assign hex1 = indata[7:4];
    assign hex0 = indata[3:0];
    always@(posedge clk)
    begin
        count <= count + 1;
        if(count < hex0stop)
            segselect <= 3;
        else if(count < hex1stop)
            segselect <= 2;
        else if(count < hex2stop)
            segselect <= 1;
        else if (count < hex3stop)
            segselect <= 0;
        else
            count <= 0;
    end
    reg [3:0] hexVal;
    reg [3:0] AN;
    always@(segselect, hex0, hex1, hex2, hex3)
    begin
        case(segselect)
            0:begin
                hexVal = hex0;
                AN = 4'b1110;
            end
            1:begin
                hexVal = hex1;
                AN = 4'b1101;
            end
            2:begin
                hexVal = hex2;
                AN = 4'b1011;
            end
            3:begin
                hexVal = hex3;
                AN = 4'b0111;
            end
        endcase
    end 
    always@(posedge clk)
    begin
        latchAN <= AN;
        case(hexVal)
            GRE: sseg <= 8'b11110111;
            YEL: sseg <= 8'b10111111;
            RED: sseg <= 8'b11111110;
            LFTGRE: sseg <= 8'b11101110;
            LFTYEL: sseg <= 8'b11011110;
            ALLOFF: sseg <= 8'b11111111;
            default: sseg <= 8'b11111111;
        endcase
    end
endmodule
module fsmDelayCntr(
    input clk,
    input reset,
    input [31:0] len,
    output reg dn
    );
    reg [31:0] count;
    always@(posedge clk)
    begin
        if(reset)
        begin
            count <= 0;
            dn <= 0;
        end
        else
        begin
            if(count == len)
            begin
                dn <= 1;
                count <= 0;
            end
            else
            begin
                dn <= 0;
                count <= count + 1;
            end
        end
    end
endmodule
module trafficLightTop(
    input init,
    input reset,
    input clk,
    output reg [3:0] state,
    output [7:0] seg,
    output [3:0] an,
    input MainLeftTurnReq,
    input SideLeftTurnReq
    );
    reg [3:0] mainFace1, mainFace2, sideFace1, sideFace2;
    localparam GRE = 0,
               YEL = 1,
               RED = 2,
               LFTGRE = 3,
               LFTYEL = 4,
               ALLOFF = 5;
    localparam sMGSR = 0,
               sMYSR = 1,
               sMRSR1 = 2,
               sMRSG = 3,
               sMRSY = 4,
               sMRSR2 = 5;
    wire dn;
    reg [31:0] statesCountVal;
    wire [15:0] lightVector = {sideFace2, sideFace1, mainFace2, mainFace1};
    dispdHex LED(.indata(lightVector), .clk(clk), .sseg(seg), .latchAN(an));
    fsmDelayCntr counter(.len(statesCountVal), .clk(clk), .dn(dn), .reset(reset));
    always@(state)
    begin
        case(state)
            sMGSR: statesCountVal = 500000000;
            sMYSR: statesCountVal = 100000000;
            sMRSR1: statesCountVal = 50000000;
            sMRSG: statesCountVal = 300000000;
            sMRSY: statesCountVal = 100000000;
            sMRSR2: statesCountVal = 50000000;
            default: statesCountVal = 100000000;
        endcase
    end
    always@(posedge clk)
    begin
        if(reset)
            state <= sMRSR1;
        else
        begin
            case(state)
            sMGSR:
                begin
                    if(dn)
                        state <= sMYSR;
                end
            sMYSR:
                begin
                    if(dn)
                        state <= sMRSR1;
                end
            sMRSR1:
                begin
                    if(dn)
                        state <= sMRSG;
                end
            sMRSG:
                begin
                    if(dn)
                        state <= sMRSY;
                end
            sMRSY:
                begin
                    if(dn)
                        state <= sMRSR2;
                end
            sMRSR2:
                begin
                    if(dn)
                        state <= sMGSR;
                end
            default: state <= sMRSR2;
            endcase
        end
    end
    always@(state)
    begin
        case(state)
            sMRSR1, sMRSR2:
                begin
                    mainFace1 = RED;
                    mainFace2 = RED;
                    sideFace1 = RED;
                    sideFace2 = RED;
                end
            sMGSR:
                begin
                    mainFace1 = GRE;
                    mainFace2 = GRE;
                    sideFace1 = RED;
                    sideFace2 = RED;
                end
            sMYSR:
                begin
                    mainFace1 = YEL;
                    mainFace2 = YEL;
                    sideFace1 = RED;
                    sideFace2 = RED;
                end
            sMRSG:
                begin
                    mainFace1 = RED;
                    mainFace2 = RED;
                    sideFace1 = GRE;
                    sideFace2 = GRE;
                end
            sMRSY:
                begin
                    mainFace1 = RED;
                    mainFace2 = RED;
                    sideFace1 = YEL;
                    sideFace2 = YEL;
                end
            default:
                begin
                    mainFace1 = RED;
                    mainFace2 = RED;
                    sideFace1 = RED;
                    sideFace2 = RED;
                end
            endcase
    end
endmodule
==> /design/flow/run.sh <==
#!/bin/bash
# OpenROAD 26Q1-2900-gdf79404cd8, Yosys 0.63+post, stock flow scripts
make -C /OpenROAD-flow-scripts/flow DESIGN_CONFIG=/design/flow/config.mk WORK_HOME=/design/flow/orfs finish
==> /design/flow/config.mk <==
export PLATFORM = sky130hd
export DESIGN_NAME = trafficLightTop
export DESIGN_NICKNAME = trafficLightTop
export VERILOG_FILES = /design/flow/design.v
export SDC_FILE = /design/flow/constraint.sdc
export NUM_CORES = 4
export LEC_CHECK = 1
export CORE_UTILIZATION = 40
==> /design/flow/constraint.sdc <==
current_design trafficLightTop

set clk_period 6.1
set clk_io_pct 0.2

create_clock -name clk0 -period $clk_period [get_ports {clk}]

set non_clock_inputs [all_inputs -no_clocks]
set_input_delay [expr $clk_period * $clk_io_pct] -clock clk0 $non_clock_inputs
set_output_delay [expr $clk_period * $clk_io_pct] -clock clk0 [all_outputs]
==> flow_summary.yaml <==
# yosys + openroad results
run_status:
  status: "completed"
routing:
  via_per_inst: 5.32
  drc_errors: 0
  wire_per_inst_um: 13.5
  routed_wl_um: 7400
  antennaDiodeCount: 0
  num_vias: 2923
  first_pass_iters: 4
  ant_nets: 0
  dr.first_iter.drc_count: 69
synth:
  ys_sh_aoi: 0.131
  ys_ff: 79
  xor_area_frac: 0.112
  topCellsByArea: "dfxtp_1, xor2_1, xnor2_1"
  simple_gate_area_frac: 0.257
  edf_count: 0
  synthDistinctLibCells: 52
  synth_seq_share: 0.423
  top_logic_kind: "simple AND/OR/NAND/NOR gates"
  ys_cells: 421
  ys_dominant_reg_cell: "dfxtp_1"
  syn_area_per_cell_sq_um: 8.89
  ys_sh_adder: 0.0134
  yosysTopAreaCellShare: 0.423
  synthCells: 421
  syn_area_sq_um: 3740
  ys_area_sq_um: 3740
  async_reset_ff_frac: 0
  synthMuxAreaShare: 0.00301
  synth_warnings: 3
  top_area_cell: "dfxtp_1"
place:
  place_ws_ns: 3.53
  dp.cells: 533
  dpl-instance-area_sq_um: 3940
  portBuffers: 12
  hpwl_um: 4850
  place.gp.congestion: 0.939
critical_path:
  critPathMaxStageDelay_ns: 0.72
  arrival_ns: 1.63
  critPathCaptureType: "output port"
  cp_num_buf_inv: 1
  crit_required_ns: 4.88
  crit_slowest_cell: "dfxtp_1"
  cpLargestDelayFamily: "flip-flops"
  critPathMaxFanout: 20
  path_cells: "clkdlybuf4s50_1"
  startpoint_type: "register"
  path_class: "reg -> out"
hold_path:
  holdCritPathClass: "reg -> reg"
job:
  drv_cap: 0
  warning_count: 30
cells_and_area:
  seqCellArea_sq_um: 1580
  layout.cells.non_filler: 549
  lay_top_count: "dfxtp_1"
  mi_logic_area_sq_um: 2020
  final_area_sq_um: 4190
  final_layout_top_logic_cells: "dfxtp_1, nor2_1, a211oi_1"
  fin_util: 0.471
  area_delta_synth_final_pct: 11.9
  fill_cells: 831
  drive_gt1_frac: 0.0567
die:
  chip_area_sq_um: 9750
  die_h_um: 98.7
  core_sq_um: 8890
  io_pins: 21
  fp_util: 0.421
  placementRows: 34
  fp.dieW_um: 98.7
timing:
  period_used_share: 0.467
  fin_tns_setup_ns: 0
  fin_hold_ws_ns: 0.441
  finClkSkew_ns: 0.0114
  slew-limit-headroom: 0.480
  setup_violations: 0
  period_needed_ns: 2.85
  hold_viol: 0
  drv_slew: 0
  worstMarginPinSlew_ns: 0.761
  rsz0062_at_grt: "false"
  max_freq_mhz: 351
  worst_slack_ns: 3.25
clock_network:
  clkTransAtPathRegs_ns: 0.08
  insertion_delay_ns: 0.35
  numClockSinks: 79
  cts-hold-fix-buffers: 0
  cts_setup_buffers: 0
  clock_path_buffers: 2
  root_buffer: "clkbuf_8"
  cts_htree_levels: 3
  cts_tree: "yes"
  numCtsBuffers: 9
  ctsResizeCount: 0
global_route:
  grt_usage: 0.160
  grtUsageMet1: 0.241
  gr-usage-met2: 0.257
  grt_max_degree: 38
  grt_pass1_wl_um: 12400
  grt_pass1_vias: 2619
  grt.busiest_layer: "met2"
  antenna_found_initial: 0
  use_met3: 0.0289
  gr-total-overflow: 0
power_and_ir_drop:
  vdd_drop_max_mv: 0.157
  p_per_area_nw_per_um2: 241
  p_leak_nw: 1.40
  p_total_mw: 1.01
[power by group]
group	switching [mW]	internal [mW]	total, mW
clock	0.184	0.284	0.468
sequential	0.00373	0.522	0.526
combinational	0.00816	0.00577	0.0139
[flip-flops by register name, summed over array words and instances, names as in the netlist, named ones only]
register / cells
state: 2
LED.sseg: 4
LED.segselect: 3
counter.dn: 1
counter.count: 32
LED.count: 32
LED.latchAN: 4
[synthesized netlist by cell type (all sizes together), types with 9 or more instances]
cell type	instances
a21oi	13
nand2	24
inv	16
buf	15
clkbuf	13
nand3	20
and3	9
dfxtp	79
nor2	45
nand4	20
nor3	9
a211oi	26
xor2	25
xnor2	23
[path summary, 6_finish.rpt]
check                   startpoint               end  slack (ns)  cells after the start
hold / removal    LED.segselect[3]    LED.latchAN[1]        0.44                      1
setup / recovery          state[0]          state[0]        3.25                      1
setup reg to reg          state[0]  counter.count[0]        3.48                      5
hold reg to reg   LED.segselect[3]    LED.latchAN[1]        0.44                      1
[cell families after synthesis]
group	after synthesis
muxes	1
and+or+nand+nor	173
adders and majority gates	4
buffers and inverters	44
other	2
DFF	79
xor gates and xnor gates	48
AOI/OAI and AO/OA	70
[area by class of cell]
class                   count  share of cell area
clock inverters             5              0.0248
inverters                  16              0.0143
repair buffers             15              0.0341
well taps                 108              0.0323
flip-flops and latches     79               0.378
multi-input cells         315               0.483
clock buffers              11              0.0338
[per-layer routing]
metal	part of all wire	routed length, um	vias to the layer above
li1	-	-	1509
met1	0.50	3690	1357
met2	0.45	3300	51
met3	0.044	328	6
met4	0.010	76	0
met5	0	0	-
